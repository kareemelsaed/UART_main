$ cat /design/flow/config.mk
export PLATFORM = sky130hd
export DESIGN_NAME = UART_TOP
export DESIGN_NICKNAME = UART_TOP
export VERILOG_FILES = /design/flow/design.v
export SDC_FILE = /design/flow/constraint.sdc
export NUM_CORES = 4
export LEC_CHECK = 1
export CORE_UTILIZATION = 30
$ cat /design/flow/constraint.sdc
current_design UART_TOP

set clk_period 4.8
set clk_io_pct 0.2

create_clock -name clk0 -period $clk_period [get_ports {CLK_RX}]
create_clock -name clk1 -period $clk_period [get_ports {CLK_TX}]

set non_clock_inputs [all_inputs -no_clocks]
set_input_delay [expr $clk_period * $clk_io_pct] -clock clk0 $non_clock_inputs
set_output_delay [expr $clk_period * $clk_io_pct] -clock clk0 [all_outputs]
$ cat /design/flow/design.v
module FSM (
    input   wire    [4:0]   edge_cnt,
    input   wire    [3:0]   bit_cnt,
    input   wire            RX_in,
    input   wire            par_en,
    input   wire            par_err,
    input   wire            strt_err,
    input   wire            stp_err,
    input   wire    [4:0]   prescale,
    input   wire            clk,
    input   wire            rst,
    output  reg             data_samp_en,
    output  reg             deser_en,
    output  reg             data_valid,
    output  reg             stp_chk_en,
    output  reg             strt_chk_en,
    output  reg             par_chk_en,
    output  reg             counter_en
);
reg [2:0]   current_state,next_state ;
localparam [2:0]    idle  = 3'b000 ,
                    start  = 3'b001 ,
                    parity = 3'b011 ,
                    data   = 3'b010 ,
                    stop   = 3'b110 ;
always @(posedge clk or negedge rst) begin
    if(!rst)
    current_state <= idle;
    else
    current_state <= next_state;
end
always @(*) begin
    case(current_state)
    idle   : begin
                if(RX_in==1'b0)
                next_state = start;
                else
                next_state = idle;        
              end
    start   : begin
                if(bit_cnt== 'b1 && !strt_err && par_en )
                next_state = parity;
                else if (bit_cnt== 'b1 && !strt_err && !par_en)
                next_state = data;
                else
                next_state = start;
              end
    parity  : begin
                if(bit_cnt == 4'd10)
                next_state = stop;
                else
                next_state = parity;
              end
    data    : begin
                if(bit_cnt == 4'd9)
                next_state = stop;
                else
                next_state = data;
              end
    stop    : begin
                if(par_en && edge_cnt == (prescale-1) && RX_in==1'b0)
                next_state = start;
                else if (!par_en && edge_cnt == (prescale-1) && RX_in==1'b0)
                next_state = start;
                else if (par_en && edge_cnt == (prescale-1) && RX_in==1'b1)
                next_state = idle;
                else if (!par_en && edge_cnt == (prescale-1) && RX_in==1'b1)
                next_state = idle;
                else
                next_state = stop; 
              end
    default  : next_state = idle;
    endcase
end
always @(*) begin
    data_samp_en = 1'b0;
    deser_en     = 1'b0;
    data_valid   = 1'b0;
    stp_chk_en   = 1'b0;
    strt_chk_en  = 1'b0;
    par_chk_en   = 1'b0;
    counter_en   = 1'b0;
    case(current_state)
    start   : begin
                data_samp_en = 1'b1;
                counter_en   = 1'b1;
                if(edge_cnt>((prescale/2)+2))
                begin
                    strt_chk_en =1'b1;
                end
              end
    parity    : begin
                data_samp_en = 1'b1;
                counter_en   = 1'b1;
                if(edge_cnt>((prescale/2)+2))
                    par_chk_en = 1'b1;
                if(edge_cnt == (prescale-1) && bit_cnt < 4'd9)
                    deser_en   = 1'b1;
              end
    data    : begin
                data_samp_en = 1'b1;
                counter_en = 1'b1;
                if(edge_cnt == (prescale-1))
                begin
                    deser_en = 1'b1;
                end
              end
    stop    : begin
                data_samp_en = 1'b1;
                counter_en = 1'b1;
                if(edge_cnt>((prescale/2)+2))
                begin
                    stp_chk_en = 1'b1;
                    if(!par_err && !stp_err)
                    data_valid = 1'b1;
                end
              end
endcase
end
endmodule
module UART_Rx
(
    input   wire    [4:0]           prescale,
    input   wire                    RX_IN,
    input   wire                    PAR_EN,
    input   wire                    PAR_TYP,
    input   wire                    CLK,
    input   wire                    RST,
    output  wire     [8-1:0]     P_DATA,
    output  wire                     data_valid
);
wire    [4:0]    edge_count;
wire    [3:0]    bit_count;
wire    par_error,
        strt_error,
        stp_error,
        data_samp_enable,
        deser_enable,
        stp_chk_enable,
        strt_chk_enable,
        par_chk_enable,
        counter_enable,
        sampled_bit;
FSM U0_FSM(
    .edge_cnt(edge_count),
    .bit_cnt(bit_count),
    .RX_in(RX_IN),
    .par_en(PAR_EN),
    .par_err(par_error),
    .strt_err(strt_error),
    .stp_err(stp_error),
    .prescale(prescale),
    .clk(CLK),
    .rst(RST),
    .data_samp_en(data_samp_enable),
    .deser_en(deser_enable),
    .data_valid(data_valid),
    .stp_chk_en(stp_chk_enable),
    .strt_chk_en(strt_chk_enable),
    .par_chk_en(par_chk_enable),
    .counter_en(counter_enable)
);
data_sampling U0_data_sampling(
    .data_in(RX_IN),
    .prescale(prescale),
    .edge_cnt(edge_count),
    .en_sampler(data_samp_enable),
    .clk(CLK),
    .rst(RST),
    .sampled_bit(sampled_bit)
);
edge_bit_counter U0_edge_bit_counter(
    .prescale(prescale),
    .en_counter(counter_enable),
    .clk(CLK),
    .rst(RST),
    .bit_cnt(bit_count),
    .edge_cnt(edge_count),
    .data_valid(data_valid)
);
deserializer U0_deserializer(
    .sampled_bit(sampled_bit),
    .data_valid(data_valid),
    .deser_en(deser_enable),
    .clk(CLK),
    .rst(RST),
    .p_data(P_DATA)
);
parity_check U0_parity_check(
    .sampled_bit(sampled_bit),
    .par_typ(PAR_TYP),
    .clk(CLK),
    .rst(RST),
    .par_check_en(par_chk_enable),
    .par_err(par_error)
);
strt_check U0_strt_check(
    .sampled_bit(sampled_bit),
    .strt_check_en(strt_chk_enable),
    .strt_err(strt_error)
);
stop_check U0_stop_check(
    .sampled_bit(sampled_bit),
    .stop_check_en(stp_chk_enable),
    .stop_err(stp_error)
);   
endmodule
module data_sampling (
    input   wire                data_in,
    input   wire    [4:0]       prescale,
    input   wire    [4:0]       edge_cnt,
    input   wire                en_sampler,
    input   wire                clk,
    input   wire                rst,
    output  wire                sampled_bit
);
reg     [2:0]     register;
always @(posedge clk or negedge rst) begin
    if (!rst)
    begin
        register <= 'b0;
    end
    else if (en_sampler)
    begin
        if (edge_cnt==((prescale/2)-1))
        register[0] <= data_in;
        else if (edge_cnt==(prescale/2))
        register[1] <= data_in;
        else if (edge_cnt==((prescale/2)+1))
        register[2] <= data_in;
    end
end
assign sampled_bit = ((register[2] & (register[1] | register [0])) | (register[0] & register[1]));
endmodule
module deserializer 
(
    input   wire                    sampled_bit,
    input   wire                    data_valid,
    input   wire                    deser_en,
    input   wire                    clk,
    input   wire                    rst,
    output  wire     [8-1:0]     p_data
);
reg     [8-1:0]     register;
always @(posedge clk or negedge rst) begin
    if(!rst)
    begin
            register <= 'b0;
    end
    else if(deser_en)
    register <= {sampled_bit,register[8-1:1]};
end
assign p_data = (data_valid) ? register : 'b0 ;
endmodule
module edge_bit_counter (
    input   wire    [4:0]   prescale,
    input   wire            en_counter,
    input   wire            data_valid,
    input   wire            clk,
    input   wire            rst,
    output  reg     [3:0]   bit_cnt,
    output  reg     [4:0]   edge_cnt
);
always @(posedge clk or negedge rst) begin
    if(!rst)
    begin
        bit_cnt <= 'b0;
        edge_cnt <= 'b0;
    end
    else if(data_valid)
    begin
        bit_cnt <= 'b0;
        edge_cnt <= 'b0;
    end
    else if(en_counter)
    begin
        edge_cnt <= edge_cnt+ 1'b1;
        if(edge_cnt==prescale-1)
        begin
           edge_cnt <= 'b0;
           bit_cnt  <= bit_cnt + 1'b1;
        end
    end
end
endmodule
module parity_check #(
    parameter width=9
) (
    input   wire     sampled_bit,
    input   wire     par_typ,
    input   wire     clk,
    input   wire     rst,
    input   wire     par_check_en,
    output  reg      par_err
);
reg [width-1:0]     register;
    always @(posedge clk or negedge rst) begin
        if(!rst)
        begin
            register <= 'b0;
        end
        else
        register <= {register,sampled_bit};
    end
    always @(*) begin
	par_err = 1'b0;
        if(par_check_en)
        if(!par_typ)  
        if(^register[width-1:1]==register[0])
        par_err=1'b0;
        else 
        par_err=1'b1;
        else if(par_typ)     
        if(~^register[width-1:1]==register[0])
        par_err=1'b0;
        else 
        par_err=1'b1;
        else 
        par_err=1'b0;
    end 
endmodule
module stop_check (
    input   wire    sampled_bit,
    input   wire    stop_check_en,
    output  reg     stop_err
);
always @(*) begin
    if(stop_check_en)
    if(sampled_bit)
    stop_err = 1'b0;
    else
    stop_err = 1'b1;
    else
    stop_err = 1'b0;
end
endmodule
module strt_check (
    input   wire    sampled_bit,
    input   wire    strt_check_en,
    output  reg     strt_err
);
always @(*) begin
    if(strt_check_en )
    if(!sampled_bit)
    strt_err = 1'b0;
    else
    strt_err = 1'b1;
    else
    strt_err = 1'b0;
end
endmodule
module UART_TOP (
    input   wire   [8-1:0]     TX_IN_DATA,
    input   wire                    RX_IN_DATA,
    input   wire                    TX_IN_valid,
    input   wire                    CLK_RX,
    input   wire                    CLK_TX,
    input   wire                    parity_enable,
    input   wire                    RST,
    input   wire                    parity_type,
    input   wire    [4:0]           prescale,
    output   wire                   TX_out_valid,
    output  wire                    RX_out_valid,
    output  wire                    TX_out_DATA,
    output  wire   [8-1:0]     RX_out_DATA
);
UART_TX TX_module (
    .Data_Valid(TX_IN_valid),
    .CLK(CLK_TX),
    .parity_enable(parity_enable),
    .P_DATA(TX_IN_DATA),
    .RST(RST),
    .parity_type(parity_type),
    .busy(TX_out_valid),
    .TX_OUT(TX_out_DATA)
);
UART_Rx RX_module (
    .prescale(prescale),
    .RX_IN(RX_IN_DATA),
    .PAR_EN(parity_enable),
    .PAR_TYP(parity_type),
    .CLK(CLK_RX),
    .RST(RST),
    .P_DATA(RX_out_DATA),
    .data_valid(RX_out_valid)
);
endmodule
module Serializer (input wire CLK,
                   input wire [7:0] P_DATA,
                   input wire ser_en,
                   input wire Data_Valid,
                   input wire busy,
                   input wire RST,
                   output wire ser_done,
                   output wire ser_data);
    reg [2:0] Counter;
    reg [7:0] INT_REG;
    always @(posedge CLK or negedge RST ) begin
        if (!RST)
            INT_REG <= 0;
        else if (Data_Valid && !busy)
            INT_REG <= P_DATA;
        else if (ser_en)
            INT_REG <= INT_REG >> 1;
    end    
    always @(posedge CLK or negedge RST ) begin
        if (!RST)
            Counter <= 0;
        else if (ser_done)
            Counter <= 0;
        else if (ser_en)
            Counter <= Counter + 1;
    end
    assign ser_done = Counter == 3'd7;
    assign ser_data = INT_REG [0];
endmodule
module Tx_FSM (input wire Data_Valid,
            input wire CLK,
            input wire parity_enable,
            input wire ser_done,
            input wire RST,
            output wire ser_en,
            output reg busy,
            output reg [1:0] mux_sel);
    localparam IDLE   = 3'd0;
    localparam START  = 3'd1;
    localparam DATA   = 3'd2;
    localparam PARITY = 3'd3;
    localparam STOP   = 3'd4;
    reg [2:0] NS, PS;
    always @(posedge CLK or negedge RST) begin
        if (!RST)
            PS <= IDLE;
        else
            PS <= NS;
    end
    always @(*) begin
        case (PS)
            IDLE : begin
                if (Data_Valid) 
                    NS     = START;
                else 
                    NS     = IDLE;
            end
            START : begin
                NS     = DATA;
            end
            DATA : begin
                if (!ser_done) 
                    NS     = DATA;
                else if (parity_enable) 
                    NS     = PARITY;
                else 
                    NS     = STOP;
            end
            PARITY : begin
                NS     = STOP;
            end
            STOP : begin
                if (Data_Valid) 
                    NS     = START;
                else 
                    NS     = IDLE;
            end
            default : NS = IDLE;
        endcase
    end
    assign ser_en = (PS == DATA);
    always @(*) begin
        case (PS)
            IDLE :      mux_sel   = 0;
            START :     mux_sel   = 1;
            DATA :      mux_sel   = 2;
            PARITY :    mux_sel   = 3;
            default:    mux_sel   = 0;
        endcase
    end
    always @(posedge CLK or negedge RST) begin
        if (!RST)
            busy <= 1'b0;
        else if (PS == IDLE && NS == START)
            busy <= 1'b1;
        else if (PS == STOP && NS == IDLE)
            busy <= 1'b0;
    end
endmodule
module UART_TX (input wire Data_Valid,
                input wire CLK,
                input wire parity_enable,
                input wire [8-1:0] P_DATA,
                input wire RST,
                input wire parity_type,
                output wire busy,
                output wire TX_OUT);
    wire ser_data_int;
    wire ser_en_int;
    wire ser_done_int;
    wire par_bit_int;
    wire [1:0] mux_sel_int;
    Tx_FSM FSM_Module (
    .Data_Valid(Data_Valid),
    .CLK(CLK),
    .parity_enable(parity_enable),
    .ser_done(ser_done_int),
    .RST(RST),
    .ser_en(ser_en_int),
    .busy(busy),
    .mux_sel(mux_sel_int)
    );
    mux MUX_Module (
    .mux_sel(mux_sel_int),
    .ser_data(ser_data_int),
    .par_bit(par_bit_int),
    .TX_OUT(TX_OUT)
    );
    Serializer serializer_Module (
    .CLK(CLK),
    .P_DATA(P_DATA),
    .ser_en(ser_en_int),
    .RST(RST),
    .Data_Valid(Data_Valid),
    .busy(busy),
    .ser_done(ser_done_int),
    .ser_data(ser_data_int)
    );
    parity_calc Parity_Calc_Module (
    .P_DATA(P_DATA),
    .parity_type(parity_type),
    .Data_Valid(Data_Valid),
    .CLK(CLK),
    .par_bit(par_bit_int)
    );
endmodule
module mux (input wire [1:0] mux_sel,
            input wire ser_data,
            input wire par_bit,
            output reg TX_OUT);
    always @(*) begin
        case (mux_sel)
            2'd0 : TX_OUT = 1'b1;
            2'd1 : TX_OUT = 1'b0;
            2'd2 : TX_OUT = ser_data;
            2'd3 : TX_OUT = par_bit;
        endcase
    end
endmodule
module parity_calc (input wire [8-1:0] P_DATA,
                    input wire parity_type,
                    input wire Data_Valid,
                    input wire CLK,
                    output reg par_bit);
    always @(posedge CLK) begin
        if ( (parity_type == 0) && Data_Valid)  
            par_bit <= ^P_DATA;
        else if ((parity_type == 1) && Data_Valid)  
            par_bit <= ~(^P_DATA);
    end
endmodule
$ cat /design/flow/run.sh
#!/bin/bash
# OpenROAD 26Q1-2900-gdf79404cd8, Yosys 0.63+post, stock flow scripts
make -C /OpenROAD-flow-scripts/flow DESIGN_CONFIG=/design/flow/config.mk WORK_HOME=/design/flow/orfs finish
==> impl_metrics.toml <==
# implementation run metrics
[outcome]
outcome = "finished clean"

[logic_synthesis]
yosys_area_mm2 = 0.00290
syn_inst = 278
edf_count = 1
numSynthFlops = 52
top_cells_by_area = "dfrtp_1 (42%), ha_1 (8.2%), xnor2_1 (7.0%)"
synth_async_sr_flop_share_pct = 98.1
avgSynthCellArea_um2 = 10.4
synthFlopType = "dfrtp_1"
netlist_area_mm2 = 0.00290
yosys.area.top_type_share_pct = 42.4
yosysWarnings = 11
synth_cell_types = 47
ys_seq_share_pct = 45.2
yosys.area.top_type = "dfrtp_1"
ys_cells = 278

[cts]
cts_sinks = 52
clkSlewWorstSetupHoldPaths_ps = 60
cts_tree = "done"

[placement]
dpl.hpwl_um = 3910
routabilityCongestion = 0.878
portBuffers = 29

[worst_hold_path]
hold_depth = 0
holdCritPathClass = "reg2reg"

[floorplan]
dieArea_mm2 = 0.0100
core_mm2 = 0.00928
die_h_um = 100
die_w_um = 100
core_util_floorplan_pct = 31.2
rows = 35
io_pins = 31

[grt]
grt_first_pass_wirelength_um = 9450
grt_antenna_before_repair = 0
grt_pass1_vias = 1979
grt_use_total_pct = 11.9
grt_max_degree = 52
overflow = 0

[power_and_ir_drop]
irDropWorstVdd_v = 0.000225
leakage_nw = 1.50
total_power_mw = 1.79
powerDensity_mw_per_mm2 = 512

[flow_run]
drv_cap = 0
warning_count = 33

[setup_path]
critPathMaxStageDelay_ps = 540
worstSetupPathType = "in2out"
path_max_fanout = 10
arrival_ps = 3660
setup.worst_path.end_class = "output port"
cp_cell_sequence = "clkdlybuf4s50_1 > inv_1 > ha_1 > inv_1 > ha_1 > nand3_1 > o21bai_1 > a31oi_1 > o211a_2 > and2_1 > clkdlybuf4s50_1"
cp-start-kind = "input pin"
cp.required_ps = 3840
r2r_slack_ps = 2340
rr_worst_depth = 8
slowest_stage = "clkdlybuf4s50_1"

[sta]
tightest_slew_ps = 950
rsz0062_at_grt = "false"
fin_skew_ps = 9.23
setup_viol = 0
slew_violations = 0
final.setup.tns_ps = 0
hold_viol = 0
maxSlewHeadroom_pct = 36.5

[routing]
wl_per_cell_um = 12.0
drt-total-wl_um = 5310
drc = 0
insertedDiodeCount = 0
first_iter_violations = 94
via_per_inst = 4.53
ant_nets = 0
vias = 1998
first_pass_iters = 4

[final_layout]
layout-drive-gt1-share_pct = 11.5
fillers = 935
most-common-layout-cells = "dfrtp_1 (49), clkdlybuf4s50_1 (28), nand2_1 (24)"
area_delta_synth_final_pct = 20.7
mostFrequentLayoutCell = "dfrtp_1"
-- power by group --
| part | total, mW | leakage, nW | switching (mW) | internal, mW |
|---|---|---|---|---|
| sequential | 0.749 | 0.655 | 0.163 | 0.585 |
| combinational | 0.659 | 0.758 | 0.300 | 0.359 |
| clock | 0.382 | 0.0860 | 0.143 | 0.239 |
-- layout make-up --
type	count	area, um2	share of cell area, %
multi-input combinational	200	1480	42.3
sequential	52	1310	37.4
tap	129	161	4.62
clock inverter	1	30.0	0.859
inverter	15	56.3	1.61
timing repair buffer	34	323	9.23
clock buffer	10	138	3.94
-- cell families after synthesis --
logic type / share of synthesized area (%)
AND-OR/OR-AND: 10.9
XOR/XNOR: 10.2
adder cells (fa/ha/maj): 8.56
buffers and inverters: 3.72
flip-flops: 45.2
multiplexers: 7.87
AND/OR/NAND/NOR: 13.6
-- path summary, 6_finish.rpt --
check                                                                 to                                 startpoint
worst min register to register     RX_module.U0_parity_check.register[4]      RX_module.U0_parity_check.register[3]
worst min-delay path               RX_module.U0_parity_check.register[4]      RX_module.U0_parity_check.register[3]
min in group clk1                 TX_module.serializer_Module.Counter[1]     TX_module.serializer_Module.Counter[1]
worst max-delay path                                      RX_out_DATA[0]                                prescale[3]
worst max register to register  RX_module.U0_edge_bit_counter.bit_cnt[0]  RX_module.U0_edge_bit_counter.edge_cnt[3]
max in group asynchronous         TX_module.serializer_Module.INT_REG[4]                                        RST
max in group clk1                 TX_module.serializer_Module.INT_REG[6]                                TX_IN_valid
min in group asynchronous              RX_module.U0_FSM.current_state[2]                                        RST
-- cells in the mapped netlist (3+ instances only) --
| cell type | number |
|---|---|
| a21oi_1 | 12 |
| and2_1 | 8 |
| clkbuf_1 | 7 |
| dfrtp_1 | 49 |
| ha_1 | 19 |
| inv_1 | 15 |
| mux2_2 | 14 |
| mux2i_1 | 7 |
| nand2_1 | 24 |
| nand2b_1 | 3 |
| nand3_1 | 9 |
| nor2_1 | 6 |
| nor2b_1 | 6 |
| nor3_1 | 5 |
| nor4_1 | 3 |
| o21ai_0 | 20 |
| xnor2_1 | 23 |
| xor2_1 | 8 |
-- registers in the layout, indices dropped and copies added, names as in the netlist --
register / cells
TX_module.serializer_Module.INT_REG: 8
TX_module.FSM_Module.busy: 1
RX_module.U0_deserializer.register: 8
RX_module.U0_edge_bit_counter.bit_cnt: 4
TX_module.Parity_Calc_Module.par_bit: 1
RX_module.U0_FSM.current_state: 5
RX_module.U0_edge_bit_counter.edge_cnt: 5
TX_module.FSM_Module.PS: 5
TX_module.serializer_Module.Counter: 3
RX_module.U0_data_sampling.register: 3
RX_module.U0_parity_check.register: 9
-- worst max-delay path: cells and delay by family --
kind / cells / cell delay (ps)
adder cells (fa/ha/maj): 2 / 540
AND/OR/NAND/NOR: 2 / 250
buffers and inverters: 4 / 1130
AND-OR/OR-AND: 3 / 780
-- timing repair --
item | 4_1_cts | 5_1_grt
endpoints found under the setup margin | 0 | 4
hold buffers | 0 | 0
gates resized | 0 | 1
setup buffers | 0 | 0
-- through the flow --
stage	setup slack, ps	std cells	hold slack [ps]	area, um2	util (%)
floorplan	1130	278	372	2900	-
global placement	266	430	378	3330	35.8
detailed placement	184	430	380	3330	35.8
CTS	157	441	395	3500	37.7
global route	5.52	441	403	3500	37.7
finish	178	441	391	3500	37.7
-- per-layer routing --
| metal | GRT usage, % | routed length (um) | vias up |
|---|---|---|---|
| met1 | 19.3 | 2740 | 947 |
| li1 | - | - | 1018 |
| met2 | 17.7 | 2370 | 29 |
| met3 | 2.27 | 169 | 4 |
| met5 | 0 | 0 | - |
| met4 | 1.00 | 26 | 0 |
Power is estimated from default activity; no workload was simulated.
